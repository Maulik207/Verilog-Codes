[design/flow/run.sh]
#!/bin/bash
# OpenROAD 26Q1-2900-gdf79404cd8, Yosys 0.63+post, stock flow scripts
make -C /OpenROAD-flow-scripts/flow DESIGN_CONFIG=/design/flow/config.mk WORK_HOME=/design/flow/orfs finish
[design/flow/config.mk]
export PLATFORM = sky130hd
export DESIGN_NAME = counter
export DESIGN_NICKNAME = counter
export VERILOG_FILES = /design/flow/design.v
export SDC_FILE = /design/flow/constraint.sdc
export NUM_CORES = 4
export LEC_CHECK = 1
export CORE_AREA = 10 10 70 70
export DIE_AREA = 0 0 80 80
[design/flow/constraint.sdc]
current_design counter

set clk_period 3.8
set clk_io_pct 0.2

create_clock -name clk0 -period $clk_period [get_ports {clk}]

set non_clock_inputs [all_inputs -no_clocks]
set_input_delay [expr $clk_period * $clk_io_pct] -clock clk0 $non_clock_inputs
set_output_delay [expr $clk_period * $clk_io_pct] -clock clk0 [all_outputs]
[design/flow/design.v]
module counter(
input clk,
output reg [15:0] count);
initial begin
count={16{1'b0}};
end
always @(posedge clk)begin
$monitor("count=%d",count);
count=count+1;
end
endmodule
==> flow_summary.yaml <==
# physical design summary
routing:
  routed_via_density: 3.62
  routed_wl_um: 1220
  drt_iter0_drc: 41
  wl_per_cell_um: 9.93
  route.antenna.diode_count: 0
  ant_nets: 0
  firstDrtPassIters: 2
  via_count: 445
  route.detailed.drc: 0
timing:
  grt_setup_unrepaired: "false"
  fin_skew_ns: 0.00649
  finalMaxSlewViolations: 0
  worst_slew_pin_slew_ns: 0.349
  hold_viol: 0
  max-slew-margin-rel_pct: 76.6
  fin_ws_ns: 1.76
  min_period_ns: 2.04
  min_period_over_period_pct: 53.6
  setup_tns_ns: 0
  setup-violations-final: 0
  max_freq_ghz: 0.491
pwr:
  p_int_w: 0.000226
  p_switching_w: 0.0000514
  peakVddDrop_mv: 0.0782
  pwr-share-clk_pct: 39.6
  p_leak_nw: 0.348
  power_density_nw_per_um2: 316
  switching_share_pct: 18.5
  seq_power_share_pct: 60.4
  comb_power_share_pct: 0
worst_setup_path:
  max_stage_delay_ns: 0.52
  cp.required_ns: 3.04
  cp_top_family: "buffers and inverters"
  cpMaxStageDelayCell: "clkdlybuf4s50_1"
  arrival_ns: 1.28
  critPathBufInv: 1
  path_cells: "clkdlybuf4s50_1"
  critical_path_class: "register to primary output"
  worst-path-max-fanout: 6
  critPathLaunchType: "register"
  end_kind: "primary output"
floorplan:
  top_level_ports: 17
  dieArea_um2: 6400
  floorplan.core_util_pct: 18.2
  die_x_um: 80
  fp.dieH_um: 80
  core_area_um2: 3420
  rows: 21
yosys:
  syn-cell-area_um2: 622
  ys_sh_xor_pct: 19.7
  yosys.area_share.simple_pct: 24.9
  yosys_cells: 57
  netlist_logic_family_top: "simple AND/OR/NAND/NOR gates"
  synth_cells: 57
  ys_sh_aoi_pct: 0
  ys_warn_count: 2
  yosysUniqueCellTypes: 12
  yosys.stat.seqShare_pct: 51.5
  avgSynthCellArea_um2: 10.9
  yosys_area_um2: 622
  mux_area_share_pct: 0
  fa_ha_area_share_pct: 2.01
  synth_flops: 16
placed_design:
  gp_congestion: 0.713
  post-place-ws_ns: 2.06
  dp_hpwl_um: 989
  port_buffers: 16
  post_dp_cell_area_um2: 840
clock_tree:
  clk_latency_ns: 0.28
  postCtsSetupRepairBufs: 0
  cts.clk_slew.worst_paths_ns: 0.09
  cts_made_buffers: 3
  cts_buffer_depth: 2
  clock_sinks: 16
  tritoncts: "yes"
  hold_buffers: 0
  cts_max_level: 1
  cts_resized: 0
  clockRootBuffer: "clkbuf_4"
run_status:
  outcome: "complete, no violations"
worst_hold_path:
  hold_class: "register to register"
cells_and_area:
  drive_above_1_share_pct: 11.7
  largest_reg_flops: 16
  area_delta_synth_final_pct: 40.8
  final_util_pct: 25.6
  fin_area_um2: 876
flow_run:
  warning_count: 25
  max-cap-violations: 0
grt:
  grt_pass1_vias: 449
  grt_max_degree: 10
  grt_antenna_before_repair: 0
  grt_pass1_wl_um: 1990
  track_usage_pct: 3.85
  grt_overflow_total: 0
[synth_stat cells]
master | count | area share [%]
ha_1 | 1 | 2.0
nand4_4 | 1 | 3.4
inv_1 | 3 | 1.8
xnor2_1 | 4 | 5.6
nand2_1 | 4 | 2.4
nor4_2 | 4 | 8.0
nand3_1 | 5 | 4.0
xor2_1 | 10 | 14
nor3_1 | 4 | 3.2
nand4_1 | 2 | 2.0
dfxtp_1 | 16 | 52
nor2_1 | 3 | 1.8
[cells by family (layout without fill, tap and decap cells)]
logic type | after synthesis | count (layout)
simple gates | 23 | 23
flops | 16 | 16
xor+xnor | 14 | 14
buf+inv | 3 | 23
fa+ha+maj | 1 | 1
[through the flow]
| step | cells | hold WS, ns | power (W) |
|---|---|---|---|
| after floorplan | 57 | 0.370 | 0.000171 |
| after global placement | 119 | 0.391 | 0.000171 |
| after detailed placement | 119 | 0.399 | 0.000171 |
| after CTS | 123 | 0.418 | 0.000281 |
| after global routing | 123 | 0.441 | 0.000293 |
| final | 123 | 0.416 | 0.000277 |
[power by group through the flow]
stage | logic, W | registers (W) | clock network (W)
6_report | 0.000000000199 | 0.000168 | 0.000110
4_1_cts | 0.000000000199 | 0.000168 | 0.000114
5_1_grt | 0.000000000199 | 0.000168 | 0.000126
[cell usage in the layout, fill, tap and decap left out, drive strengths merged]
master,instances
nand4,3
nand3,5
ha,1
dfxtp,16
xnor2,4
clkdlybuf4s50,16
inv,3
clkbuf,4
nor2,3
nand2,4
nor4,4
xor2,10
nor3,4
[worst reg2reg max path: stages (launching register included)]
cell     delay (ns)
dfxtp_1        0.41
nand3_1        0.30
nor4_2         0.39
xor2_1         0.16
[worst paths after layout]
kind               end     start  slack (ns)  cells past startpoint
max           count[3]  count[3]        1.76                      1
min           count[0]  count[0]        0.42                      1
max reg2reg  count[13]  count[2]        2.49                      3
min reg2reg   count[0]  count[0]        0.42                      1
[layer usage]
layer / share of wire, % / vias to the layer above / track usage, %
li1: - / 235 / -
met1: 45 / 199 / 4.62
met2: 43 / 9 / 5.94
met3: 10 / 2 / 1.93
met4: 0.98 / 0 / 1.06
met5: 0 / - / 0
[layout make-up]
class                      instances  area, µm²
timing repair buffer              16        160
inverter                           3       11.3
sequential                        16        320
tap                               46       57.6
clock buffer                       4       36.3
fill                             368       2540
multi-input combinational         38        290
Power and IR drop assume default switching activity.
